--- /design/flow/run.sh ---
#!/bin/bash
# OpenROAD 26Q1-2900-gdf79404cd8, Yosys 0.63+post, stock flow scripts
make -C /OpenROAD-flow-scripts/flow DESIGN_CONFIG=/design/flow/config.mk WORK_HOME=/design/flow/orfs finish
--- /design/flow/config.mk ---
export PLATFORM = sky130hd
export DESIGN_NAME = simple_spi_wb_bridge
export DESIGN_NICKNAME = simple_spi_wb_bridge
export VERILOG_FILES = /design/flow/design.v
export SDC_FILE = /design/flow/constraint.sdc
export NUM_CORES = 4
export LEC_CHECK = 1
export CORE_UTILIZATION = 50
--- /design/flow/constraint.sdc ---
current_design simple_spi_wb_bridge

set clk_period 3.2
set clk_io_pct 0.2

create_clock -name clk0 -period $clk_period [get_ports {clk}]

set non_clock_inputs [all_inputs -no_clocks]
set_input_delay [expr $clk_period * $clk_io_pct] -clock clk0 $non_clock_inputs
set_output_delay [expr $clk_period * $clk_io_pct] -clock clk0 [all_outputs]
--- /design/flow/design.v ---
module simple_spi_wb_bridge (
    input wire clk,
    input wire rst,
    input wire spi_sclk,
    input wire spi_mosi,
    output wire spi_miso,
    input wire spi_cs_n,
    output reg [15:0] wb_adr_o,
    output reg [7:0] wb_dat_o,
    input wire [7:0] wb_dat_i,
    output reg wb_we_o,
    output reg wb_cyc_o,
    output reg wb_stb_o,
    input wire wb_ack_i
);
    reg spi_cs_n_d1, spi_cs_n_d2, spi_cs_n_d3;
    reg spi_sclk_d1, spi_sclk_d2, spi_sclk_d3;
    reg spi_mosi_d1, spi_mosi_d2;
    always @(posedge clk) begin
        spi_cs_n_d1 <= spi_cs_n;
        spi_cs_n_d2 <= spi_cs_n_d1;
        spi_cs_n_d3 <= spi_cs_n_d2;
        spi_sclk_d1 <= spi_sclk;
        spi_sclk_d2 <= spi_sclk_d1;
        spi_sclk_d3 <= spi_sclk_d2;
        spi_mosi_d1 <= spi_mosi;
        spi_mosi_d2 <= spi_mosi_d1;
    end
    wire spi_cs_active = !spi_cs_n_d2;
    wire spi_sclk_posedge = spi_sclk_d2 && !spi_sclk_d3;
    wire spi_sclk_negedge = !spi_sclk_d2 && spi_sclk_d3;
    reg [2:0] bit_count;
    reg [7:0] byte_shift;
    reg [2:0] byte_count;
    reg [7:0] cmd;
    reg [7:0] addr_high;
    reg [7:0] addr_low;
    reg [15:0] addr;
    reg [7:0] data_in;
    reg transaction_complete;
    reg is_read;
    reg start_read;
    reg [7:0] tx_shift;
    reg [7:0] read_data;
    reg read_data_valid;
    reg tx_active;
    assign spi_miso = tx_shift[7];
    localparam WB_IDLE = 2'd0;
    localparam WB_WAIT_ACK = 2'd1;
    localparam WB_DONE = 2'd2;
    reg [1:0] wb_state;
    always @(posedge clk or posedge rst) begin
        if (rst) begin
            bit_count <= 0;
            byte_shift <= 0;
            byte_count <= 0;
            cmd <= 0;
            addr_high <= 0;
            addr_low <= 0;
            addr <= 0;
            data_in <= 0;
            transaction_complete <= 0;
            is_read <= 0;
            start_read <= 0;
        end else begin
            transaction_complete <= 0;
            start_read <= 0;
            if (!spi_cs_active) begin
                bit_count <= 0;
                byte_count <= 0;
                is_read <= 0;
            end else if (spi_sclk_negedge) begin
                byte_shift <= {byte_shift[6:0], spi_mosi_d2};
                bit_count <= bit_count + 1;
                if (bit_count == 3'd7) begin
                    bit_count <= 0;
                    case (byte_count)
                        3'd0: begin
                            cmd <= {byte_shift[6:0], spi_mosi_d2};
                            is_read <= ({byte_shift[6:0], spi_mosi_d2} == 8'h00);
                        end
                        3'd1: addr_high <= {byte_shift[6:0], spi_mosi_d2};
                        3'd2: begin
                            addr_low <= {byte_shift[6:0], spi_mosi_d2};
                            addr <= {addr_high, {byte_shift[6:0], spi_mosi_d2}};
                            if (is_read) begin
                                start_read <= 1;
                            end
                        end
                        3'd3: begin
                            data_in <= {byte_shift[6:0], spi_mosi_d2};
                            if (!is_read) begin
                                transaction_complete <= 1;
                            end
                        end
                    endcase
                    if (byte_count < 3'd7)
                        byte_count <= byte_count + 1;
                end
            end
        end
    end
    reg [2:0] tx_bit_count;
    reg tx_data_loaded;
    reg first_bit_sent;   
    always @(posedge clk or posedge rst) begin
        if (rst) begin
            tx_shift <= 8'hFF;
            tx_active <= 0;
            tx_bit_count <= 0;
            tx_data_loaded <= 0;
            first_bit_sent <= 0;
        end else begin
            if (!spi_cs_active) begin
                tx_shift <= 8'hFF;
                tx_active <= 0;
                tx_bit_count <= 0;
                tx_data_loaded <= 0;
                first_bit_sent <= 0;
            end else begin
                if (read_data_valid && !tx_data_loaded) begin
                    tx_shift <= read_data;
                    tx_active <= 1;
                    tx_bit_count <= 0;
                    tx_data_loaded <= 1;
                    first_bit_sent <= 0;   
                end else if (spi_sclk_negedge && tx_active && !first_bit_sent) begin
                    first_bit_sent <= 1;
                end else if (spi_sclk_posedge && tx_active && first_bit_sent && tx_bit_count < 3'd7) begin
                    tx_shift <= {tx_shift[6:0], 1'b1};
                    tx_bit_count <= tx_bit_count + 1;
                end
            end
        end
    end
    always @(posedge clk or posedge rst) begin
        if (rst) begin
            wb_state <= WB_IDLE;
            wb_adr_o <= 0;
            wb_dat_o <= 0;
            wb_we_o <= 0;
            wb_cyc_o <= 0;
            wb_stb_o <= 0;
            read_data <= 8'hFF;
            read_data_valid <= 0;
        end else begin
            case (wb_state)
                WB_IDLE: begin
                    wb_cyc_o <= 0;
                    wb_stb_o <= 0;
                    if (!spi_cs_active) begin
                        read_data_valid <= 0;
                    end
                    if (start_read) begin
                        wb_adr_o <= addr;
                        wb_we_o <= 0;
                        wb_cyc_o <= 1;
                        wb_stb_o <= 1;
                        wb_state <= WB_WAIT_ACK;
                        read_data_valid <= 0;
                    end
                    else if (transaction_complete && cmd == 8'h01) begin
                        wb_adr_o <= addr;
                        wb_dat_o <= data_in;
                        wb_we_o <= 1;
                        wb_cyc_o <= 1;
                        wb_stb_o <= 1;
                        wb_state <= WB_WAIT_ACK;
                    end
                end
                WB_WAIT_ACK: begin
                    if (wb_ack_i) begin
                        if (!wb_we_o) begin
                            read_data <= wb_dat_i;
                            read_data_valid <= 1;
                        end
                        wb_cyc_o <= 0;
                        wb_stb_o <= 0;
                        wb_state <= WB_DONE;
                    end
                end
                WB_DONE: begin
                    wb_state <= WB_IDLE;
                end
                default: wb_state <= WB_IDLE;
            endcase
        end
    end
endmodule
==> reports/results.ini <==
[pwr]
ir_worst_vdd_v = 0.000530
power.leakage_nw = 2.91
pwr-share-clk_pct = 50.1
p_seq_share_pct = 46.2
p_int_mw = 2.63
powerDensity_nw_per_um2 = 549
p_sw_share_pct = 23.3
p_comb_share_pct = 3.6
switching_power_uw = 800

[finish]
lay_top_cells = 90 x dfrtp_1, 55 x mux2_2, 41 x clkdlybuf4s50_1
syn_to_final_growth_pct = 20.8
drive_gt1_share_pct = 24.7
lay_top_count = dfrtp_1
fill_cells = 757

[detailed_routing]
vias = 3586
drt-initial-drc-count = 141
wirelength_um = 10300
antenna_cells = 0
drc = 0
postRouteAntennaNets = 0
drt_first_pass_iters = 4
viasPerCell = 5.73
wl_per_cell_um = 16.4

[clock_tree]
htreeDepth = 4
cts_num_sinks = 114
cts_setup_buffers = 0
clkTransAtPathRegs_ns = 0.06
clock_latency_ns = 0.50
clk_path_buf_depth = 2
cts_hold_buf = 0
clockRootBuffer = clkbuf_8
cts_made_buffers = 17
cts_resized = 0
cts_tree = built

[setup_path]
ff2ff_path_depth = 3
worstSetupPathType = reg2reg
crit_path_start_kind = flop
timing.rr.start = wb_state[0]$_DFF_PP1_
crit_path_top_delay_cell = dfstp_2
max_stage_delay_ns = 0.93
cp-end-kind = flop
crit_chain = clkinv_1 -> nor4_1 -> a2bb2oi_1
critPathRequiredTime_ns = 3.63
crit_arrival_ns = 2.84
startpoint = wb_state[0]$_DFF_PP1_
cp_max_fo = 37

[grt]
track_usage_pct = 21.1
grt.overflow.total = 0
grt_pass1_wl_um = 17600
grt_pass1_vias = 3423
grt_max_degree = 57
antenna_found_initial = 0

[floorplan]
coreArea_um2 = 9910
die_h_um = 104
fp_util_pct = 52.3
chipArea_um2 = 10800
die-width_um = 104
ios = 42
fp-row-count = 36

[outcome]
outcome = complete, no violations

[synth]
synth_warnings = 1
synthTopCellsByArea = dfrtp_1 43%, mux2_2 12%, dfstp_2 8.6%
aoi_share_pct = 9.64
ys_sh_xor_pct = 0
synth.logic.top_family = simple AND/OR/NAND/NOR gates
netlist_instances = 444
synth-edff-count = 0
avgSynthCellArea_um2 = 11.7
synthArstFlopShare_pct = 93.9
yosys_area_um2 = 5180
synthAdderAreaFrac_pct = 1.93
synth.distinct_cells = 47
ys_cells = 444
yosysTopAreaCellShare_pct = 43.5
synthFlopType = dfrtp_1
yosys.area.top_type = dfrtp_1
ys_ff = 114
ys_sh_mux_pct = 14.9
synthesis.area_um2 = 5180
simple_gate_area_share_pct = 15.5
postSynthSeqShare_pct = 54.8

[final_timing]
fin_crit_sh_pct = 75.6
setup_tns_ns = 0
relSlewSlack_pct = 49.7
layout_setup_ws_ns = 0.782
drv_slew = 0
hold_viol_final = 0
fin_skew_ns = 0.00541
setup_violations = 0
fmax_ghz = 0.414
worst_slew_pin_slew_ns = 0.744
grt_setup_unrepaired = false
timing.final.crit_period_ns = 2.42

[placement]
dpl.hpwl_um = 6200
pre_cts_slack_ns = 0.865
io_buffers = 41
gp_congestion = 0.796

[hold_path]
whs_path_depth = 0
min_from = spi_mosi_d1$_DFF_P_
holdCritPathClass = reg2reg

[run]
tool_warnings = 28
maxCapViolations = 0

power by group through the flow:
stage                 sequential [mW]  combinational [mW]  clock, mW
after CTS                        1.59               0.128       1.76
after global routing             1.60               0.138       1.84
final                            1.59               0.125       1.72
kinds of logic after synthesis:
family	Yosys count
adder cells (fa/ha/maj)	8
buffers and inverters	42
multiplexers	66
AND/OR/NAND/NOR	144
AND-OR/OR-AND	70
flip-flops	114
flip-flops by register name, summed over array words and instances (netlist names), 7 cells and up:
signal / flops
cmd: 8
tx_shift: 8
wb_dat_o: 8
wb_adr_o: 16
addr_high: 8
data_in: 8
byte_shift: 7
read_data: 8
addr: 16
worst paths after layout:
kind | end | slack (ns)
setup / recovery | wb_we_o$_DFFE_PP0P_ | 0.78
hold / removal | spi_mosi_d2$_DFF_P_ | 0.32
setup reg to reg | wb_we_o$_DFFE_PP0P_ | 0.78
hold reg to reg | spi_mosi_d2$_DFF_P_ | 0.32
max in group asynchronous | wb_state[0]$_DFF_PP1_ | 1.90
min in group asynchronous | wb_state[2]$_DFF_PP0_ | 0.57
through the flow:
stage / cells / utilization (%) / hold WS [ns] / total power [mW] / cell area [um2]
detailed placement: 594 / 57.5 / 0.313 / 1.74 / 5700
finish: 626 / 63.1 / 0.324 / 3.43 / 6260
CTS: 626 / 63.1 / 0.327 / 3.48 / 6260
global placement: 594 / 57.5 / 0.311 / 1.74 / 5700
global route: 626 / 63.1 / 0.330 / 3.58 / 6260
floorplan: 444 / - / 0.310 / 1.66 / 5180
area by class of cell:
class | count | area, um2 | area share (%)
multi-input combinational | 288 | 2170 | 34.7
clock buffer | 20 | 445 | 7.12
tap | 133 | 166 | 2.66
inverter | 10 | 41.3 | 0.660
timing repair buffer | 49 | 483 | 7.72
clock inverter | 12 | 110 | 1.76
sequential | 114 | 2840 | 45.4
critical path, delay by kind of cell, from the launching register on:
family          cells  cell delay, ns
compound gates      1            0.18
simple gates        1            0.55
buf+inv             1            0.67
flops               1            0.93
Yosys cell counts, types with 2 or more instances:
master / count
nor2b_1: 17
or3_1: 2
nand3_1: 23
nand2b_1: 7
mux2_2: 55
dfxtp_1: 7
or4_1: 17
mux2i_1: 3
and3_1: 17
a221oi_1: 15
inv_1: 8
a21oi_1: 7
ha_1: 8
a211oi_1: 4
a2111oi_0: 7
and2_1: 5
nor2_1: 11
nand2_1: 33
mux2_4: 8
clkinv_1: 2
clkbuf_1: 29
nor4_1: 3
o21ai_0: 21
dfrtp_1: 90
a41oi_1: 7
dfstp_2: 17
per-layer routing:
metal	vias up	share of wire [%]	track usage, %
li1	1727	-	-
met5	-	0	0
met2	65	42	28.0
met4	0	0.77	2.35
met1	1789	53	38.5
met3	5	3.8	4.74
Power figures rest on the tool's default switching activity, not on a simulated workload.
