===== /design/flow/run.sh =====
#!/bin/bash
# OpenROAD 26Q1-2900-gdf79404cd8, Yosys 0.63+post, stock flow scripts
make -C /OpenROAD-flow-scripts/flow DESIGN_CONFIG=/design/flow/config.mk WORK_HOME=/design/flow/orfs finish

===== /design/flow/config.mk =====
export PLATFORM = sky130hd
export DESIGN_NAME = simple_spi_wb_bridge_debug
export DESIGN_NICKNAME = simple_spi_wb_bridge_debug
export VERILOG_FILES = /design/flow/design.v
export SDC_FILE = /design/flow/constraint.sdc
export NUM_CORES = 4
export LEC_CHECK = 1
export CORE_UTILIZATION = 50

===== /design/flow/constraint.sdc =====
current_design simple_spi_wb_bridge_debug

set clk_period 4.5
set clk_io_pct 0.2

create_clock -name clk0 -period $clk_period [get_ports {clk}]

set non_clock_inputs [all_inputs -no_clocks]
set_input_delay [expr $clk_period * $clk_io_pct] -clock clk0 $non_clock_inputs
set_output_delay [expr $clk_period * $clk_io_pct] -clock clk0 [all_outputs]

===== /design/flow/design.v =====
module simple_spi_wb_bridge_debug (
    input wire clk,
    input wire rst,
    input wire spi_sclk,
    input wire spi_mosi,
    input wire spi_cs_n,
    output reg [15:0] wb_adr_o,
    output reg [7:0] wb_dat_o,
    output reg wb_we_o,
    output reg wb_cyc_o,
    output reg wb_stb_o,
    input wire wb_ack_i,
    output wire uart_tx
);
    reg spi_cs_n_d1, spi_cs_n_d2;
    reg spi_sclk_d1, spi_sclk_d2;
    reg spi_mosi_d1, spi_mosi_d2;
    always @(posedge clk) begin
        spi_cs_n_d1 <= spi_cs_n;
        spi_cs_n_d2 <= spi_cs_n_d1;
        spi_sclk_d1 <= spi_sclk;
        spi_sclk_d2 <= spi_sclk_d1;
        spi_mosi_d1 <= spi_mosi;
        spi_mosi_d2 <= spi_mosi_d1;
    end
    wire spi_cs_active = !spi_cs_n_d2;
    wire spi_sclk_posedge = spi_sclk_d1 && !spi_sclk_d2;
    reg [2:0] bit_count;
    reg [7:0] byte_shift;
    reg [2:0] byte_count;   
    reg [7:0] cmd, addr_high, addr_low, data;
    reg [15:0] addr;   
    reg transaction_complete;
    always @(posedge clk or posedge rst) begin
        if (rst) begin
            bit_count <= 0;
            byte_shift <= 0;
            byte_count <= 0;
            cmd <= 0;
            addr_high <= 0;
            addr_low <= 0;
            addr <= 0;
            data <= 0;
            transaction_complete <= 0;
        end else begin
            transaction_complete <= 0;
            if (!spi_cs_active) begin
                bit_count <= 0;
                byte_count <= 0;
            end else if (spi_sclk_posedge) begin
                byte_shift <= {byte_shift[6:0], spi_mosi_d2};
                bit_count <= bit_count + 1;
                if (bit_count == 7) begin
                    bit_count <= 0;
                    case (byte_count)
                        3'd0: cmd <= {byte_shift[6:0], spi_mosi_d2};
                        3'd1: addr_high <= {byte_shift[6:0], spi_mosi_d2};
                        3'd2: addr_low <= {byte_shift[6:0], spi_mosi_d2};
                        3'd3: begin
                            data <= {byte_shift[6:0], spi_mosi_d2};
                            addr <= {addr_high, addr_low};   
                            transaction_complete <= 1;
                        end
                    endcase
                    byte_count <= byte_count + 1;
                end
            end
        end
    end
    localparam WB_IDLE = 2'd0;
    localparam WB_WAIT_ACK = 2'd1;
    localparam WB_DONE = 2'd2;
    reg [1:0] wb_state;
    reg [7:0] last_cmd, last_data;
    reg [15:0] last_addr;   
    reg wb_started;   
    always @(posedge clk or posedge rst) begin
        if (rst) begin
            wb_state <= WB_IDLE;
            wb_adr_o <= 0;
            wb_dat_o <= 0;
            wb_we_o <= 0;
            wb_cyc_o <= 0;
            wb_stb_o <= 0;
            last_cmd <= 0;
            last_addr <= 0;
            last_data <= 0;
            wb_started <= 0;
        end else begin
            case (wb_state)
                WB_IDLE: begin
                    wb_cyc_o <= 0;
                    wb_stb_o <= 0;
                    wb_started <= 0;
                    if (transaction_complete && cmd == 8'h01) begin
                        wb_adr_o <= addr;   
                        wb_dat_o <= data;
                        wb_we_o <= 1;
                        wb_cyc_o <= 1;
                        wb_stb_o <= 1;
                        wb_state <= WB_WAIT_ACK;
                        last_cmd <= cmd;
                        last_addr <= addr;   
                        last_data <= data;
                        wb_started <= 1;
                    end
                end
                WB_WAIT_ACK: begin
                    if (wb_ack_i) begin
                        wb_cyc_o <= 0;
                        wb_stb_o <= 0;
                        wb_state <= WB_DONE;
                    end
                end
                WB_DONE: begin
                    wb_state <= WB_IDLE;
                end
            endcase
        end
    end
    reg [26:0] uart_timer;
    reg uart_send_trigger;
    always @(posedge clk or posedge rst) begin
        if (rst) begin
            uart_timer <= 0;
            uart_send_trigger <= 0;
        end else begin
            uart_send_trigger <= 0;
            uart_timer <= uart_timer + 1;
            if (uart_timer == 27'd27_000_000) begin
                uart_timer <= 0;
                uart_send_trigger <= 1;
            end
        end
    end
    reg [7:0] uart_data;
    reg uart_send;
    wire uart_busy;
    uart_tx uart_inst (
        .clk(clk),
        .rst(rst),
        .data(uart_data),
        .send(uart_send),
        .tx(uart_tx),
        .busy(uart_busy)
    );
    reg [5:0] uart_state;   
    localparam UART_IDLE = 0;
    localparam UART_C = 1;
    localparam UART_C_COLON = 2;
    localparam UART_C_HI = 3;
    localparam UART_C_LO = 4;
    localparam UART_SPACE1 = 5;
    localparam UART_A = 6;
    localparam UART_A_COLON = 7;
    localparam UART_A_HH = 8;    
    localparam UART_A_HL = 9;    
    localparam UART_A_LH = 10;   
    localparam UART_A_LL = 11;   
    localparam UART_SPACE2 = 12;
    localparam UART_D = 13;
    localparam UART_D_COLON = 14;
    localparam UART_D_HI = 15;
    localparam UART_D_LO = 16;
    localparam UART_SPACE3 = 17;
    localparam UART_S = 18;
    localparam UART_S_COLON = 19;
    localparam UART_S_VAL = 20;
    localparam UART_NL = 21;
    function [7:0] hex_to_ascii;
        input [3:0] hex;
        begin
            hex_to_ascii = (hex < 10) ? (8'd48 + hex) : (8'd55 + hex);
        end
    endfunction
    always @(posedge clk or posedge rst) begin
        if (rst) begin
            uart_state <= UART_IDLE;
            uart_send <= 0;
            uart_data <= 0;
        end else begin
            uart_send <= 0;
            case (uart_state)
                UART_IDLE: if (uart_send_trigger) uart_state <= UART_C;
                UART_C: if (!uart_busy) begin
                    uart_data <= 8'd67; uart_send <= 1; uart_state <= UART_C_COLON;
                end
                UART_C_COLON: if (!uart_busy && !uart_send) begin
                    uart_data <= 8'd58; uart_send <= 1; uart_state <= UART_C_HI;
                end
                UART_C_HI: if (!uart_busy && !uart_send) begin
                    uart_data <= hex_to_ascii(last_cmd[7:4]); uart_send <= 1; uart_state <= UART_C_LO;
                end
                UART_C_LO: if (!uart_busy && !uart_send) begin
                    uart_data <= hex_to_ascii(last_cmd[3:0]); uart_send <= 1; uart_state <= UART_SPACE1;
                end
                UART_SPACE1: if (!uart_busy && !uart_send) begin
                    uart_data <= 8'd32; uart_send <= 1; uart_state <= UART_A;
                end
                UART_A: if (!uart_busy && !uart_send) begin
                    uart_data <= 8'd65; uart_send <= 1; uart_state <= UART_A_COLON;
                end
                UART_A_COLON: if (!uart_busy && !uart_send) begin
                    uart_data <= 8'd58; uart_send <= 1; uart_state <= UART_A_HH;
                end
                UART_A_HH: if (!uart_busy && !uart_send) begin
                    uart_data <= hex_to_ascii(last_addr[15:12]); uart_send <= 1; uart_state <= UART_A_HL;
                end
                UART_A_HL: if (!uart_busy && !uart_send) begin
                    uart_data <= hex_to_ascii(last_addr[11:8]); uart_send <= 1; uart_state <= UART_A_LH;
                end
                UART_A_LH: if (!uart_busy && !uart_send) begin
                    uart_data <= hex_to_ascii(last_addr[7:4]); uart_send <= 1; uart_state <= UART_A_LL;
                end
                UART_A_LL: if (!uart_busy && !uart_send) begin
                    uart_data <= hex_to_ascii(last_addr[3:0]); uart_send <= 1; uart_state <= UART_SPACE2;
                end
                UART_SPACE2: if (!uart_busy && !uart_send) begin
                    uart_data <= 8'd32; uart_send <= 1; uart_state <= UART_D;
                end
                UART_D: if (!uart_busy && !uart_send) begin
                    uart_data <= 8'd68; uart_send <= 1; uart_state <= UART_D_COLON;
                end
                UART_D_COLON: if (!uart_busy && !uart_send) begin
                    uart_data <= 8'd58; uart_send <= 1; uart_state <= UART_D_HI;
                end
                UART_D_HI: if (!uart_busy && !uart_send) begin
                    uart_data <= hex_to_ascii(last_data[7:4]); uart_send <= 1; uart_state <= UART_D_LO;
                end
                UART_D_LO: if (!uart_busy && !uart_send) begin
                    uart_data <= hex_to_ascii(last_data[3:0]); uart_send <= 1; uart_state <= UART_SPACE3;
                end
                UART_SPACE3: if (!uart_busy && !uart_send) begin
                    uart_data <= 8'd32; uart_send <= 1; uart_state <= UART_S;
                end
                UART_S: if (!uart_busy && !uart_send) begin
                    uart_data <= 8'd83; uart_send <= 1; uart_state <= UART_S_COLON;
                end
                UART_S_COLON: if (!uart_busy && !uart_send) begin
                    uart_data <= 8'd58; uart_send <= 1; uart_state <= UART_S_VAL;
                end
                UART_S_VAL: if (!uart_busy && !uart_send) begin
                    uart_data <= 8'd48 + wb_state; uart_send <= 1; uart_state <= UART_NL;
                end
                UART_NL: if (!uart_busy && !uart_send) begin
                    uart_data <= 8'd10; uart_send <= 1; uart_state <= UART_IDLE;
                end
                default: uart_state <= UART_IDLE;
            endcase
        end
    end
endmodule
module uart_tx (
    input wire clk,
    input wire rst,
    input wire [7:0] data,
    input wire send,
    output reg tx,
    output reg busy
);
    parameter CLKS_PER_BIT = 234;
    reg [15:0] clk_count;
    reg [3:0] bit_index;
    reg [9:0] shifter;
    always @(posedge clk or posedge rst) begin
        if (rst) begin
            tx <= 1'b1;
            busy <= 0;
            clk_count <= 0;
            bit_index <= 0;
            shifter <= 10'b1111111111;
        end else begin
            if (send && !busy) begin
                shifter <= {1'b1, data, 1'b0};
                busy <= 1;
                clk_count <= 0;
                bit_index <= 0;
            end else if (busy) begin
                if (clk_count < CLKS_PER_BIT - 1) begin
                    clk_count <= clk_count + 1;
                end else begin
                    clk_count <= 0;
                    tx <= shifter[0];
                    shifter <= {1'b1, shifter[9:1]};
                    bit_index <= bit_index + 1;
                    if (bit_index == 9) begin
                        busy <= 0;
                    end
                end
            end
        end
    end
endmodule

==> summary.txt <==
run results: crit path max-delay cell type=nand2_2, WL/cell=17.3 µm, first-pass iteration count of the detailed router=5, flops & latches, synth=194, CTS clk-pin slew, worst paths=0.08 ns, TritonCTS buffer count=17, crit path capture=wb_adr_o[1], # diodes=0, vias=6039, peak per-stage delay on the critical path=0.54 ns, Peak Freq=402 MHz, Synth-to-Final Area Change=12.9%, CTS resizes=0, Max Buffers Root-to-Sink=2, worst hold-check path type=register to register, Main synth FF type=dfrtp_1, initial antenna violation count=0, yosys stat chip area=0.00889 mm², DR vias/cell=5.70, Top Ports=34, Reg-to-Reg Start=cmd[3], synth warn=2, Filler cells=1406, Setup Buffers After CTS=0, number of hold buffers added after CTS=0, Die Span Y=135 µm, Peak VDD IR=0.256 mV, Antenna Nets Post-Route=0, Slew headroom=43.5%, cell family with most CP delay=simple AND/OR/NAND/NOR gates, status=completed, Final Wtd Congestion=0.914, row count=48, setup TNS=0 ns, slew at the pin closest to its max-slew limit=0.844 ns, share of cells above drive strength 1=17.5%, MI comb area=0.00373 mm², post-route cell area=0.0100 mm², final core utilization=57.8%, WS Path Type=register to register, drt drc=0, first-pass GRT wire length=31.3 mm, power density over cell area=346 mW/mm², tool warnings=31, CTS tree=built, startpoint of the worst hold path=spi_cs_n_d1, Area after DPL=0.00939 mm², number of global-route vias before repair=5885, register area=0.00484 mm², Fin Clk Skew=0.00895 ns, yosys cell count=796, Post-synth EDFFs=0, HPWL after DPL=12.5 mm, Die Size=0.0183 mm², Final Hold Viols=0, synthesized area=0.00889 mm², crit path time final=2.49 ns, Total GRT Usage=22.9%, MaxCap Viol Count=0, share of flip-flops with an asynchronous set or reset=96.9%, Synth Seq Share=54.4%, synth unique cells=69, syn_area_per_cell=11.2 µm², initial DRC count=437, CORE AREA=0.0174 mm², CP Launch Point=cmd[3], R2R setup slack=2.01 ns, H-tree levels=4, hold slack=0.335 ns, r2r worst-path depth=5, crit path cell chain=nor4_1 > nand3b_1 > nor4b_4 > nand2_2 > mux2_1, Pre-Place Util=51.2%, Worst R2R End=wb_adr_o[1], total grt overflow=0, Startpoint Class=register, Routed WL=18.3 mm, CP Capture Type=register, WP data arrival=2.81 ns, Syn Inst Count=796, latest clock arrival within the worst-skew pair=0.43 ns, Port Buf Inserts=33, fin crit share=55.2%, Setup Viol. Count Final=0, CTS sink count=194, Root Driver=clkbuf_16, Static Leak=4.65 nW, Die W=135 µm, WP data required=4.82 ns, CP Depth=5, WP buf/inv=0, CP Max Fanout=31, largest net degree at the start of global routing=99, RSZ-0062 raised after global routing=no, Final Max Slew Viols=0
[stage by stage]
step,worst slack [ns],power [mW],instances
final,2.01,3.47,1059
after global routing,1.79,3.60,1059
after CTS,1.93,3.52,1059
after detailed placement,1.94,1.93,1027
after global placement,2.01,1.92,1027
after floorplan,1.19,1.89,796
[synthesized netlist by cell type (15+ instances only)]
| master | number | share of area [%] |
|---|---|---|
| inv_1 | 39 | 1.6 |
| dfrtp_1 | 176 | 50 |
| nand2_1 | 97 | 4.1 |
| mux2_2 | 81 | 10 |
| xnor2_1 | 15 | 1.5 |
| nand3_1 | 21 | 1.2 |
| clkbuf_1 | 20 | 0.84 |
| a21oi_1 | 32 | 1.8 |
| nor2_1 | 32 | 1.4 |
| o21ai_0 | 39 | 2.2 |
| ha_1 | 21 | 3.0 |
[per-layer routing]
layer  part of all wire (%)  GRT usage, %  up-vias  routed length [µm]
li1                       -             -     2878                   -
met1                     50          39.3     3039                9160
met2                     45          33.2      107                8200
met3                    3.8          4.05       15                 703
met4                    1.4          3.06        0                 259
met5                      0             0        -                   0
[layout by cell type, fill, tap and decap left out, drive strengths merged, types with 6 or more instances in the layout]
cell type      synthesis  layout
nand2b                 6       6
inv                   39      48
dfrtp                176     176
a21oi                 32      32
and3                  10      10
nand2                 98      98
nand3                 22      22
dfxtp                  6       6
mux2i                  6       6
a211oi                 7       7
o21ai                 40      40
clkbuf                20      17
xor2                  14      14
o211ai                 7       7
nor3                   8       8
and4b                  7       7
a31oi                 10      10
clkdlybuf4s50          0      33
a22oi                  6       6
ha                    21      21
nand4                 12      12
nor4                  13      13
nor2b                  8       8
nor2                  33      33
mux2                  82      82
buf                   13       6
and2                  15      15
xnor2                 15      15
dfstp                 12      12
[cell type report]
type	count	area share [%]
sequential	194	48.2
clock buffer	17	4.24
tap	225	2.81
inverter	39	1.50
clock inverter	15	2.14
timing repair buffer	39	3.87
multi-input combinational	530	37.2
[how the worst min path moves through the flow]
stage	to	cells after the start
after CTS	spi_cs_n_d2	0
final	spi_cs_n_d2	0
after global routing	spi_cs_n_d2	0
[report_power, final]
group | switching (mW) | internal, mW | leakage (nW) | total, mW
Sequential | 0.0443 | 1.77 | 2.61 | 1.82
Clock | 0.802 | 0.784 | 0.309 | 1.59
Combinational | 0.0420 | 0.0298 | 1.73 | 0.0718
[kinds of logic after synthesis]
family,count (synthesis),synth area share (%)
mux,88,11.1
xor+xnor,29,2.86
simple gates,253,15.1
compound gates,139,10.1
buf+inv,72,3.53
flops,194,54.4
fa+ha+maj,21,2.96
[flip-flops by register name, indices dropped and copies added (netlist names), 3 cells and up, named ones only]
name                 cells
addr_low                 8
addr                    16
wb_dat_o                 8
byte_shift               7
uart_inst.clk_count     16
uart_timer              27
data                     8
last_cmd                 8
bit_count                3
uart_inst.shifter        9
cmd                      8
uart_state               3
byte_count               3
addr_high                8
uart_data                7
wb_state                 3
uart_inst.bit_index      4
wb_adr_o                16
Power and IR drop assume default switching activity.
